<file path="flow/config.mk">
export PLATFORM = sky130hd
export DESIGN_NAME = FIFO
export DESIGN_NICKNAME = FIFO
export VERILOG_FILES = /design/flow/design.v
export SDC_FILE = /design/flow/constraint.sdc
export NUM_CORES = 4
export LEC_CHECK = 1
export CORE_UTILIZATION = 30
</file>
<file path="flow/run.sh">
#!/bin/bash
# OpenROAD 26Q1-2900-gdf79404cd8, Yosys 0.63+post, stock flow scripts
make -C /OpenROAD-flow-scripts/flow DESIGN_CONFIG=/design/flow/config.mk WORK_HOME=/design/flow/orfs finish
</file>
<file path="flow/constraint.sdc">
current_design FIFO

set clk_period 5.7
set clk_io_pct 0.2

create_clock -name clk0 -period $clk_period [get_ports {clk}]

set non_clock_inputs [all_inputs -no_clocks]
set_input_delay [expr $clk_period * $clk_io_pct] -clock clk0 $non_clock_inputs
set_output_delay [expr $clk_period * $clk_io_pct] -clock clk0 [all_outputs]
</file>
<file path="flow/design.v">
`timescale 1ns / 1ps
module FIFO(input clk, rst, wr, rd,
            input [7:0] din, output reg [7:0] dout,
            output empty, full);
  reg [3:0] wptr = 0, rptr = 0;
  reg [4:0] cnt = 0;
  reg [7:0] mem [15:0];
  always @(posedge clk)
    begin
      if (rst == 1'b1)
        begin
          wptr <= 0;
          rptr <= 0;
          cnt  <= 0;
        end
      else if (wr && !full)
        begin
          mem[wptr] <= din;
          wptr      <= wptr + 1;
          cnt       <= cnt + 1;
        end
      else if (rd && !empty)
        begin
          dout <= mem[rptr];
          rptr <= rptr + 1;
          cnt  <= cnt - 1;
        end
    end
  assign empty = (cnt == 0) ? 1'b1 : 1'b0;
  assign full  = (cnt == 16) ? 1'b1 : 1'b0;
endmodule
interface fifo_if;
  logic clock, rd, wr;          
  logic full, empty;            
  logic [7:0] data_in;          
  logic [7:0] data_out;         
  logic rst;                    
endinterface
</file>
==> results.json <==
{
  "run_status": "completed",
  "drt-initial-drc-count": 185,
  "grt_overflow": 0,
  "post_cts_buffers": 0,
  "globalplace.congestion": 0.870,
  "regArea_sq_um": 4350,
  "synth-edff-count": 136,
  "fin_setup_tns_ns": 0,
  "cts_root_buffer": "clkbuf_16",
  "p_leak_uw": 0.00228,
  "comb_area_sq_um": 1610,
  "setup_viol": 0,
  "synth_top_cell_by_count": "edfxtp_1",
  "fillCellCount": 1846,
  "async_flop_share_pct": 0,
  "yosysUniqueCellTypes": 39,
  "crit_path_start_kind": "input pin",
  "cts_buffers": 17,
  "hpwlAfterDp_mm": 7.61,
  "core_area_sq_um": 19700,
  "period_minus_slack_ns": 3.64,
  "die_height_um": 144,
  "rsz0062_at_grt": "false",
  "grt_max_degree": 39,
  "worstSetupPathType": "in2reg",
  "h-tree-depth": 4,
  "synth.top_cells.by_area": "edfxtp_1 67%, mux4_2 5.9%, mux2i_1 5.5%",
  "endpoint_kind": "flip-flop",
  "hold_buffers": 0,
  "drcViolationCount": 0,
  "warning_count": 28,
  "drive_above_1_share_pct": 15.4,
  "max_slew_margin_pct": 40.2,
  "crit_path_max_fanout": 8,
  "wl_per_cell_um": 18.2,
  "dp_slack_ns": 1.65,
  "worst-r2r-cell-count": 8,
  "fp-utilization_pct": 30.8,
  "final_antenna_net_count": 0,
  "rows": 51,
  "wl_mm": 12.1,
  "required_ns": 6.04,
  "ys_warn_count": 1,
  "ys_cells": 359,
  "cts_tree": "done",
  "grt_pass1_wl_mm": 18.5,
  "drt_first_pass_iters": 5,
  "top_cells_by_count": "136 x edfxtp_1, 33 x mux2i_1, 26 x nor2_1, 16 x a221oi_1, 16 x mux4_2",
  "grt_usage_pct": 13.0,
  "fp.dieArea_sq_um": 20800,
  "antenna_found_initial": 0,
  "numSynthFlops": 149,
  "path_clk_slew_ns": 0.06,
  "via_per_inst": 4.86,
  "ff_type": "edfxtp_1",
  "syn_to_final_growth_pct": 18.0,
  "max_freq_mhz": 275,
  "power_density_nw_per_um2": 413,
  "io_buffer_count": 21,
  "io_pins": 22,
  "cts_resized": 0,
  "die_x_um": 144,
  "period_used_pct": 63.8,
  "top_area_cell": "edfxtp_1",
  "vdd_drop_max_uv": 195,
  "arrival_ns": 3.97,
  "utilization_pct": 36.4,
  "grt_pass1_vias": 3336,
  "fin_ws_ns": 2.06,
  "netlist_area_sq_um": 6060,
  "yosys_area_sq_um": 6060,
  "avgSynthCellArea_sq_um": 16.9,
  "synth_cells": 359,
  "worstSkewPairLatency_ns": 0.42,
  "report.final.slew_viol_count": 0,
  "hp-class": "reg2reg",
  "hold_depth": 2,
  "ys_seq_share_pct": 71.7,
  "dr_total_vias": 3239,
  "top_area_share_pct": 67.4,
  "cap_violations": 0,
  "clock_path_buffers": 2,
  "final_hold_viol_count": 0,
  "n_antenna_cell": 0,
  "clock_skew_ns": 0.00755,
  "cts.sinks": 149,
  "tightest_slew_ns": 0.894
}
-- registers in the layout (all words and copies together) (netlist names) --
signal / cells
mem: 128
dout: 8
cnt: 5
rptr: 4
wptr: 4
-- metrics by stage --
stage | cells | power, uW | instance area, sq um | hold slack, ns
2_1_floorplan | 359 | 1760 | 6060 | 0.532
3_3_place_gp | 635 | 1910 | 6580 | 0.557
3_5_place_dp | 635 | 1920 | 6580 | 0.558
4_1_cts | 667 | 2980 | 7150 | 0.569
5_1_grt | 667 | 3080 | 7150 | 0.596
6_report | 667 | 2960 | 7150 | 0.563
-- routing by layer --
metal	wire length, um	GRT usage (%)	part of all wire [%]
met3	1160	6.34	9.5
met2	5860	20.5	48
met1	4940	17.1	41
met5	0	0	0
met4	177	2.13	1.5
-- worst paths after layout --
check                       startpoint                    to  slack, ns
setup / recovery                    wr   cnt[4]$_SDFFE_PP0P_       2.06
hold / removal    wptr[1]$_SDFFE_PP0P_  wptr[1]$_SDFFE_PP0P_       0.56
setup reg to reg   cnt[0]$_SDFFE_PP0P_   cnt[4]$_SDFFE_PP0P_       2.86
hold reg to reg   wptr[1]$_SDFFE_PP0P_  wptr[1]$_SDFFE_PP0P_       0.56
-- report_power, final --
part           switching [uW]  leakage [uW]  internal (uW)
logic                     278      0.000670            287
clock network             417      0.000280            644
registers                77.2       0.00133           1250
-- cells by family (layout without fill, tap and decap cells) --
logic type | after synthesis | count (layout) | synth area share (%)
flops | 149 | 149 | 71.7
mux | 49 | 49 | 11.4
buf+inv | 26 | 69 | 1.80
fa+ha+maj | 9 | 9 | 1.98
simple gates | 57 | 57 | 4.38
compound gates | 63 | 63 | 7.87
xor+xnor | 6 | 6 | 0.868
-- critical path: stages --
cell and delay [ns]:
clkdlybuf4s50_1 0.67, inv_1 0.15, a21oi_1 0.43, inv_1 0.20, fa_1 0.46, a21o_1 0.22
a2111o_1 0.42, o211a_1 0.13, a211oi_1 0.15
-- placed cells by master (no fill, tap or decap), types with 4 or more instances in the layout --
cell type and count:
ha_1 8, a22oi_1 8, clkbuf_16 17, o21ai_0 14, dfxtp_1 12, buf_4 8, inv_1 8, edfxtp_1 136
a221oi_1 16, a21oi_1 9, clkinv_4 5, mux2i_1 33, mux4_2 16, nand2_1 15, nor2_1 26, clkdlybuf4s50_1 21
or3_1 4
-- final cells by class --
| class | count | area share, % |
|---|---|---|
| clock buffers | 20 | 6.11 |
| repair buffers | 29 | 3.78 |
| multi-input cells | 184 | 22.4 |
| flip-flops and latches | 149 | 60.8 |
| inverters | 8 | 0.420 |
| clock inverters | 12 | 1.84 |
| well taps | 265 | 4.64 |
Power figures rest on the tool's default switching activity, not on a simulated workload.
